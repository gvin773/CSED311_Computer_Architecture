## design/flow/design.v

```verilog
module RegisterFile(input	reset,
                    input clk,
                    input [4:0] rs1,           
                    input [4:0] rs2,           
                    input [4:0] rd,            
                    input [31:0] rd_din,       
                    input write_enable,           
                    input is_ecall,  
                    output [31:0] rs1_dout,    
                    output [31:0] rs2_dout,   
                    output reg is_halted);  
  integer i;
  reg [31:0] rf[0:31];
  assign rs1_dout = rf[rs1];
  assign rs2_dout = rf[rs2];  
  always @(posedge clk) begin  
    if(write_enable) begin
      rf[rd] <= rd_din;
    end
  end
  always @(*) begin  
    if(is_ecall && rf[17] == 10) begin
      is_halted = 1;
    end
    else begin
      is_halted = 0;
    end
  end
  always @(posedge clk) begin
    if (reset) begin
      for (i = 0; i < 32; i = i + 1)
        rf[i] = 32'b0;
      rf[2] = 32'h2ffc;  
    end
  end
endmodule
```

## design/flow/run.sh

```bash
#!/bin/bash
# OpenROAD 26Q1-2900-gdf79404cd8, Yosys 0.63+post, stock flow scripts
make -C /OpenROAD-flow-scripts/flow DESIGN_CONFIG=/design/flow/config.mk WORK_HOME=/design/flow/orfs finish
```

## design/flow/config.mk

```make
export PLATFORM = sky130hd
export DESIGN_NAME = RegisterFile
export DESIGN_NICKNAME = RegisterFile
export VERILOG_FILES = /design/flow/design.v
export SDC_FILE = /design/flow/constraint.sdc
export NUM_CORES = 4
export LEC_CHECK = 1
export CORE_UTILIZATION = 30
```

## design/flow/constraint.sdc

```tcl
current_design RegisterFile

set clk_period 12.1
set clk_io_pct 0.2

create_clock -name clk0 -period $clk_period [get_ports {clk}]

set non_clock_inputs [all_inputs -no_clocks]
set_input_delay [expr $clk_period * $clk_io_pct] -clock clk0 $non_clock_inputs
set_output_delay [expr $clk_period * $clk_io_pct] -clock clk0 [all_outputs]
```

==> impl_table.tex <==
% Synthesis and place-and-route results
\begin{tabular}{lr}
\hline
Metric & Value \\
\hline
\multicolumn{2}{l}{\textbf{Run status}} \\
Outcome & finished clean \\
\multicolumn{2}{l}{\textbf{Clock network}} \\
Clock H-tree levels & 3 \\
Post-CTS setup buffer count & 0 \\
Largest buffer count on any clock path & 3 \\
Number of clock sinks seen by CTS & 1,024 \\
CTS tree & built \\
CTS Hold Bufs & 0 \\
Root cell of the clock tree & clkbuf\_16 \\
Worst-path clk slew & 60 ps \\
Quantity of gates resized following cts & 0 \\
Number of buffers created by CTS & 108 \\
\multicolumn{2}{l}{\textbf{Global route}} \\
Initial antenna violation count & 12 \\
Congestion Overflow GR & 0 \\
Global-route wire length before repair & 287,000 um \\
Number of global-route vias before repair & 39,400 \\
Pin count of the biggest net entering global routing & 85 \\
Global-route usage over all layers & 22.2\% \\
\multicolumn{2}{l}{\textbf{Setup path}} \\
Critical Path Source Type & input pin \\
Total buffers and inverters traversed by the critical path & 4 \\
CP Cell Sequence & clkdlybuf4s50\_1 > nor2b\_4 > buf\_4 > buf\_4 > a22o\_1 > nor3\_1 > a31oi\_1 > nand3\_1 > clkdlybuf4s50\_1 \\
Kind of cell adding the most delay to the critical path & buffers and inverters \\
Cell with the largest stage delay on the worst path & nor2b\_4 \\
Startpoint-to-endpoint class of the critical path & in -> out \\
Worst Path Required & 9680 ps \\
Capturing element type of the critical path & output port \\
Maximum fanout encountered on the critical timing path & 35 \\
Arrival time reported for the critical path endpoint & 6260 ps \\
Biggest cell delay along the critical path & 710 ps \\
\multicolumn{2}{l}{\textbf{Power}} \\
Power dissipated by switching net loads & 2.24 mW \\
Internal power & 6.40 mW \\
Switching part of the total & 25.9\% \\
Leak & 24.1 nW \\
Peak ir drop on the vdd network & 0.122 mV \\
Relative contribution of sequential cells to total power & 48.8\% \\
Part of the total power dissipated in combinational logic & 12.4\% \\
Pwr dens & 136 nW/um\^{}2 \\
Clock share of power & 38.8\% \\
\multicolumn{2}{l}{\textbf{Synth}} \\
Average instance area after synthesis & 12.1 um\^{}2 \\
Post-synth regs & 1,024 \\
Library cells used by synthesis & 33 \\
Register area share after synthesis & 54.5\% \\
Syn Inst Count & 4,650 \\
Yosys Instances & 4,650 \\
Mapped Area & 56,400 um\^{}2 \\
Total cell area reported by yosys after synthesis & 56,400 um\^{}2 \\
Warning count from the yosys run & 1 \\
\multicolumn{2}{l}{\textbf{Final timing}} \\
Slew at the pin closest to its max-slew limit & 939 ps \\
F\_max & 115 MHz \\
Setup slack after layout & 3420 ps \\
Unrepaired setup endpoints after global routing & no \\
Count of endpoints failing setup in the final report & 0 \\
Headroom to the max-slew limit & 37.2\% \\
Final min period & 8680 ps \\
Final Hold Violating Endpoints & 0 \\
Setup total negative slack & 0 ps \\
Slew Viols, Final & 0 \\
Final cycle utilization of the critical path & 71.7\% \\
\multicolumn{2}{l}{\textbf{Die}} \\
Starting density of the core & 30.3\% \\
Site row count & 158 \\
Horizontal extent of the die & 436 um \\
Area of the placeable core & 186,000 um\^{}2 \\
Chip area & 190,000 um\^{}2 \\
Die y size & 436 um \\
Num ports & 116 \\
\multicolumn{2}{l}{\textbf{Detailed routing}} \\
Antenna-violating nets left & 0 \\
Post-detailed-routing wire length & 203,000 um \\
Remaining routing DRC violations & 0 \\
Total via count in the routed design & 38,300 \\
Number of DRC markers after the initial detailed-route iteration & 2,649 \\
Detailed Routing Iterations Pass 1 & 5 \\
Avg WL per Cell & 28.3 um \\
Average vias per placed instance & 5.33 \\
\multicolumn{2}{l}{\textbf{Place}} \\
Placement Setup Slack & 3530 ps \\
Half-perimeter wire length after detailed placement & 117,000 um \\
Cells after DPL & 6,961 \\
Number of port buffers & 115 \\
Final weighted congestion in routability-driven placement & 0.931 \\
\multicolumn{2}{l}{\textbf{Final layout}} \\
Final Instance Count excl. Fillers & 7,173 \\
Register with the highest flop count & rf \\
Post-Route Utilization & 34.1\% \\
Layout cell share with drive strength beyond 1 & 10.2\% \\
Number of flip-flops in the largest register & 1,024 \\
Biggest regs & rf x1024 \\
Area Growth Syn to Fin & 12.4\% \\
\multicolumn{2}{l}{\textbf{Flow run}} \\
Number of max-cap violations & 0 \\
Number of logged tool warnings & 26 \\
\multicolumn{2}{l}{\textbf{Hold path}} \\
Kind of path behind the tightest hold check & in -> reg \\
\hline
\end{tabular}
## worst paths after layout
path	from	end	cells past startpoint
worst max-delay path	rs2[0]	rs2_dout[6]	9
worst min-delay path	rd_din[24]	rf[26][24]	3
## tightest hold or removal path, cell delays in order
cell	delay (ps)
clkdlybuf4s50_1	400
buf_4	210
and2_1	160
## per-layer routing
layer  GRT usage [%]  routed length (um)
met5           0.882                 258
met2            34.3               94500
met4            11.2               12900
met3            12.5               27100
met1            24.4               68000
## metrics by stage
stage                     cell area, um^2  hold WS (ps)  power, mW
after floorplan                     56400          2600       4.87
after global placement              59900          3370       5.33
after detailed placement            59900          3380       5.34
after CTS                           63400          2600       8.66
after global routing                63400          2640       8.88
final                               63400          2610       8.64
## final cells by class
type	instances	area (um^2)
sequential	1024	30700
multi-input combinational	3177	23600
clock buffer	119	2740
antenna	10	25.0
clock inverter	83	752
tap	2480	3100
timing repair buffer	280	2470
fill	17800	123000
## synth_stat cells, drive strengths merged
| library cell | count | area [um^2] |
|---|---|---|
| and2 | 1015 | 6430 |
| nor4 | 4 | 25.0 |
| nor4b | 3 | 26.3 |
| nor2 | 36 | 243 |
| nor3 | 65 | 325 |
| nand4 | 2 | 12.5 |
| nand2b | 4 | 25.0 |
| nand3b | 5 | 45.0 |
| or3 | 13 | 86.3 |
| a22o | 128 | 1120 |
| clkbuf | 287 | 1150 |
| nor2b | 4 | 25.0 |
| a21oi | 192 | 961 |
| nand2 | 195 | 732 |
| a31oi | 64 | 400 |
| or3b | 3 | 31.3 |
| buf | 162 | 1140 |
| edfxtp | 1024 | 30700 |
| mux2i | 1024 | 10200 |
| nand3 | 194 | 971 |
| or2 | 34 | 213 |
| a22oi | 192 | 1440 |
## cell usage in the layout (no fill, tap or decap), types with 30 or more instances in the layout
cell             Yosys  routed
nand2_1            195     193
clkdlybuf4s50_1      0     113
and2_1             952     950
nor2_4              14      33
or2_2               34      34
mux2i_1           1024    1024
clkinv_2             0      31
edfxtp_1          1024    1024
clkinv_1             0      30
a31oi_1             64      64
buf_4               65     159
nor3_1              65      65
a22oi_1            192     192
a22o_1             128     128
and2_2              63      63
nand3_1            194     194
clkbuf_16            0     108
a21oi_1            192     192
## cell families (layout without fill, tap and decap cells)
| group | count (synthesis) | in the layout | synth area share [%] |
|---|---|---|---|
| multiplexers | 1024 | 1024 | 18.2 |
| AND/OR/NAND/NOR | 1577 | 1577 | 16.3 |
| flip-flops | 1024 | 1024 | 54.5 |
| buffers and inverters | 449 | 482 | 4.06 |
| AND-OR/OR-AND | 576 | 576 | 6.96 |
| other | 0 | 10 | 0 |
## power groups by stage
stage         combinational, mW  sequential [mW]  clock [mW]
CTS                        1.06             4.21        3.39
global route               1.13             4.24        3.51
finish                     1.07             4.21        3.35
Power figures rest on the tool's default switching activity, not on a simulated workload.
