==> flow/design.v <==
module MUX2 #(parameter data_width = 32) ( 
    input [data_width - 1 : 0] mux_in_1, 
	input [data_width - 1 : 0] mux_in_2,
    input select_in,
       	output [data_width - 1: 0] mux_result);
    assign mux_result = select_in == 0 ? mux_in_1 : mux_in_2;
endmodule
module MUX4 #(parameter data_width = 32) (
    input [data_width - 1 : 0] mux_in_1,
    input [data_width - 1 : 0] mux_in_2,
    input [data_width - 1 : 0] mux_in_3,
    input [data_width - 1 : 0] mux_in_4,
    input [1:0] select_in,
        output [data_width - 1 : 0] mux_result);
    assign mux_result = select_in[1] ? (select_in[0] ? mux_in_4 : mux_in_3) : (select_in[0] ? mux_in_2 : mux_in_1);
endmodule
==> flow/run.sh <==
#!/bin/bash
# OpenROAD 26Q1-2900-gdf79404cd8, Yosys 0.63+post, stock flow scripts
make -C /OpenROAD-flow-scripts/flow DESIGN_CONFIG=/design/flow/config.mk WORK_HOME=/design/flow/orfs finish
==> flow/config.mk <==
export PLATFORM = sky130hd
export DESIGN_NAME = MUX4
export DESIGN_NICKNAME = MUX4
export VERILOG_FILES = /design/flow/design.v
export SDC_FILE = /design/flow/constraint.sdc
export NUM_CORES = 4
export LEC_CHECK = 1
export CORE_AREA = 10 10 76 76
export DIE_AREA = 0 0 86 86
==> flow/constraint.sdc <==
current_design MUX4

set clk_period 1.5
set clk_io_pct 0.2

create_clock -name clk0 -period $clk_period

set non_clock_inputs [all_inputs -no_clocks]
set_input_delay [expr $clk_period * $clk_io_pct] -clock clk0 $non_clock_inputs
set_output_delay [expr $clk_period * $clk_io_pct] -clock clk0 [all_outputs]
==> impl_metrics.py <==
# Auto-generated metrics
metrics = {
    "drt": {
        "overall_via_count_from_detail_route": 1192,
        "number_of_iterations_in_the_first_detailed_routing_pass": 4,
        "vias_per_cell": 4.71,
        "routed_wire_length_per_instance_um": 23.4,
        "final_wl_mm": 5.92,
        "diodes": 0,
        "initialDrtViolationCount": 27,
        "drt_drc_violations_left": 0,
        "final_antenna_net_count": 0,
    },
    "logic_synthesis": {
        "synth.distinct_cells": 5,
        "yosysWarnings": 0,
        "netlist_instances": 39,
        "post_synth.cell_area_avg_um2": 20.9,
        "synth_sequential_area_ratio": 0,
        "ys_area_um2": 815,
        "mappedNetlistArea_um2": 815,
        "post-synth-top-area-fraction": 0.829,
        "yosys.area.top_type": "sky130_fd_sc_hd__mux4_2",
        "ys_top_cells_by_area": "sky130_fd_sc_hd__mux4_2 83%, sky130_fd_sc_hd__buf_12 7.4%, sky130_fd_sc_hd__mux4_1 6.5%",
        "yosys-stat-cells": 39,
    },
    "finish": {
        "final_cell_count_no_fill": 253,
        "ff_count": 0,
        "register_area_um2": 0,
        "drive_above_1_share": 0.369,
        "clock_buffer_count": 0,
        "layout-area-overhead-vs-synth_pct": 180,
        "final_common_cell": "sky130_fd_sc_hd__dlygate4sd2_1",
        "filler_cell_count": 405,
        "lay_top_cells": "128 x sky130_fd_sc_hd__dlygate4sd2_1, 32 x sky130_fd_sc_hd__mux4_2, 32 x sky130_fd_sc_hd__buf_2",
    },
    "final_timing": {
        "worstMarginPinSlew_ps": 134,
        "post-route-period-util": 1.00,
        "fmax_ghz": 0.666,
        "grt_setup_unrepaired": "true",
        "setup_violations": 1,
        "setup_ws_post_layout_ps": -0.871,
        "final.min_clock_period_ps": 1500,
        "final-max-slew-violation-count": 0,
        "timing.slew.headroom": 0.910,
        "hold_violations": 0,
    },
    "min_path": {
        "hold_path_class": "input port to output port",
        "hold-path-cell-count": 3,
        "worstHoldEndpoint": "mux_result[22]",
        "worstHoldStart": "mux_in_4[22]",
    },
    "placed_design": {
        "cells_after_dpl": 249,
        "port_buffers": 162,
        "post-place-ws_ps": -612,
        "finalWeightedCongestion": 0.820,
        "detailed_place_hpwl_mm": 5.29,
    },
    "global_route": {
        "grt_start_max_net_pins": 12,
        "global_route_wire_length_before_repair_mm": 9.02,
        "first_global_vias": 1425,
        "antenna_violations_before_repair": 0,
        "global_route_usage_over_all_layers": 0.159,
        "grt.overflow.total": 0,
    },
    "setup_path": {
        "worstPathMaxFanout": 7,
        "worst_setup_path_start_kind": "input port",
        "cp.arrival_ps": 1200,
        "worst_setup_path_end_kind": "output port",
        "timing.critical_path.required_ps": 1200,
        "criticalPathCategory": "input port to output port",
    },
    "job": {
        "number_of_max_cap_violations": 0,
        "openroad.warnings": 35,
    },
    "run_status": {
        "run_status": "complete, but fails checks",
        "violations": "negative setup slack",
    },
    "floorplan": {
        "dieWidth_um": 86,
        "design.portCount": 162,
        "total_die_size_um2": 7400,
        "dieHeight_um": 86,
        "fp-row-count": 23,
        "core_area_um2": 4120,
        "floorplan.core_util": 0.198,
    },
    "power": {
        "total_leakage_power_nw": 1.11,
        "p_per_area_nw_per_um2": 242,
        "max_rail_drop_vdd_mv": 0.107,
        "totalPowerFinal_uw": 551,
    },
    "clocking": {
        "ctsHoldBuffers": 0,
    },
}
## final cells by class
class / count / area (µm²) / area share
repair buffers: 171 / 1490 / 0.656
multi-input cells: 32 / 721 / 0.316
well taps: 50 / 62.6 / 0.0275
## worst max-delay path by stage
| stage | start | endpoint | slack [ps] | depth (start not counted) |
|---|---|---|---|---|
| CTS | select_in[0] | mux_result[7] | -10 | 4 |
| global route | select_in[0] | mux_result[25] | -30 | 4 |
| finish | select_in[0] | mux_result[25] | -0.9 | 4 |
## metal layers
layer / vias to the layer above / GRT usage / routed length [µm]
met1: 572 / 0.185 / 2140
li1: 535 / - / -
met4: 0 / 0.00599 / 27
met2: 83 / 0.285 / 3150
met5: - / 0 / 0
met3: 2 / 0.0591 / 604
## worst max-delay path, stage by stage
cell	delay, ps
sky130_fd_sc_hd__buf_12	120
sky130_fd_sc_hd__buf_12	140
sky130_fd_sc_hd__mux4_2	500
sky130_fd_sc_hd__buf_2	140
## report_power, final
group	switching, mW	internal [mW]
Sequential	0	0
Combinational	0.137	0.413
Clock	0	0
## synth_stat cells
cell / number
sky130_fd_sc_hd__buf_6: 1
sky130_fd_sc_hd__mux4_2: 30
sky130_fd_sc_hd__buf_12: 3
sky130_fd_sc_hd__buf_2: 3
sky130_fd_sc_hd__mux4_1: 2
## cells by family after synthesis
logic type | share of synthesized area
multiplexers | 0.894
buffers and inverters | 0.106
## timing repair
item,4_1_cts,5_1_grt
hold endpoints to repair,0,0
cloned,3,0
buffers inserted,1,0
endpoints found under the setup margin,32,23
gates resized,244,0
## through the flow
| stage | cell area (µm²) | setup TNS, ps | util | hold WS, ps |
|---|---|---|---|---|
| 2_1_floorplan | 815 | 0 | - | 686 |
| 3_3_place_gp | 2480 | -18250 | 0.603 | 1510 |
| 6_report | 2280 | -0.871 | 0.553 | 1080 |
| 4_1_cts | 2280 | -11.9 | 0.553 | 1090 |
| 5_1_grt | 2280 | -331 | 0.553 | 1100 |
| 3_5_place_dp | 2480 | -18530 | 0.603 | 1520 |
Power and IR drop assume default switching activity.
