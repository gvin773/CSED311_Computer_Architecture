===== ./design.v =====
module ALU #(parameter data_width = 32) ( 
	input [3 : 0] alu_op,
    input [data_width - 1 : 0] alu_in_1, 
	input [data_width - 1 : 0] alu_in_2,
       	output reg [data_width - 1: 0] alu_result,
        output reg alu_bcond);
always @(*) begin
    alu_result = 0;
    alu_bcond = 0;
	case(alu_op)
	    4'b0000: begin
            alu_result = alu_in_1 + alu_in_2;
        end
        4'b0001: alu_result = alu_in_1 - alu_in_2;
        4'b0010: alu_result = alu_in_1 | alu_in_2;
        4'b0011: alu_result = alu_in_1 & alu_in_2;
        4'b0100: alu_result = alu_in_1 << alu_in_2;
        4'b0101: alu_result = alu_in_1 >> alu_in_2;
        4'b0110: alu_result = alu_in_1 ^ alu_in_2;
        4'b0111: begin
            if(alu_in_1 == alu_in_2) alu_bcond = 1;
        end
        4'b1000: begin
            if(alu_in_1 != alu_in_2) alu_bcond = 1;
        end
        4'b1001: begin
            if(alu_in_1 < alu_in_2) alu_bcond = 1;
        end
        4'b1010: begin
            if(alu_in_1 >= alu_in_2) alu_bcond = 1;
        end
	endcase
end
endmodule

===== ./run.sh =====
#!/bin/bash
# OpenROAD 26Q1-2900-gdf79404cd8, Yosys 0.63+post, stock flow scripts
make -C /OpenROAD-flow-scripts/flow DESIGN_CONFIG=/design/flow/config.mk WORK_HOME=/design/flow/orfs finish

===== ./config.mk =====
export PLATFORM = sky130hd
export DESIGN_NAME = ALU
export DESIGN_NICKNAME = ALU
export VERILOG_FILES = /design/flow/design.v
export SDC_FILE = /design/flow/constraint.sdc
export NUM_CORES = 4
export LEC_CHECK = 1
export CORE_UTILIZATION = 40

===== ./constraint.sdc =====
current_design ALU

set clk_period 25.8
set clk_io_pct 0.2

create_clock -name clk0 -period $clk_period

set non_clock_inputs [all_inputs -no_clocks]
set_input_delay [expr $clk_period * $clk_io_pct] -clock clk0 $non_clock_inputs
set_output_delay [expr $clk_period * $clk_io_pct] -clock clk0 [all_outputs]

==> Slide: Implementation Results <==
Synthesis and Place & Route Summary

Floorplan
  • DIE WIDTH: 151 µm
  • Rows: 54
  • Die Ht: 151 µm
  • Core area: 0.0218 mm²
  • Die Area: 0.0229 mm²
  • # IOs: 101
  • Initial Util: 40.9%

Layout
  • # clk buffers: 0
  • Flops: 0
  • Flop area: 0 µm²
  • Layout area overhead: 12.6%
  • Layout cells sized above 1: 6.64%
  • Post-route cell area: 0.0100 mm²

Synth
  • Distinct lib cells: 87
  • Synthesized cell area: 0.00892 mm²
  • Post-synthesis instance total: 1329
  • Area leader share: 15.1%
  • Yosys warnings: 1
  • Avg Cell Area, Syn: 6.72 µm²
  • Yosys chip area: 0.00892 mm²
  • Synth area leader: ha_1
  • Post-synth area hogs: ha_1 15%, mux2i_1 10%, a21oi_1 6.3%, mux4_2 5.8%, nand2_1 5.8%
  • Number of cells in Yosys stat: 1329
  • Synth Seq Share: 0%

Final timing
  • Unrepaired setup endpoints after global routing: false
  • Final Hold Viols: 0
  • Worst-case hold slack: 11.58 ns
  • Pins Over Slew Limit: 0
  • Rel. slew slack: 35.3%
  • Final Setup Violations: 0
  • Setup_tns: 0 ns
  • Final min period: 15.53 ns
  • F_max: 64.4 MHz
  • Crit share post-route: 60.2%
  • Tightest Pin Transition: 0.946 ns

Pwr
  • Leakage: 4.25 nW
  • Int Power: 0.0780 mW
  • PwrDens: 19.2 mW/mm²
  • Sw frac: 59.6%
  • VDD IR max: 0.0118 mV
  • Overall power: 0.193 mW
  • Sw Pwr: 0.115 mW

Drt
  • Drt pass-1 iters: 5
  • DR DRC count: 0
  • Vias per cell: 6.62
  • Initial drt markers: 1086
  • Drt total wl: 41800 µm
  • Detail Route Antenna Nets: 0
  • WL/cell: 25.5 µm
  • Via count: 10.8k

Critical path
  • Crit. Startpoint: alu_in_2[4]
  • Setup CP Type: primary input to output pin
  • Crit end category: output pin
  • CP Max Fanout: 47
  • CP arrival: 10.37 ns
  • Required time worst endpoint: 20.64 ns
  • Startpoint types: primary input

Flow run
  • Max cap viols: 0
  • OpenROAD warnings: 108

Outcome
  • Status: finished clean

Place
  • Port Buffer Count: 101
  • Dpl cell area: 0.0100 mm²
  • Placer Congestion: 1.04
  • Post-DP HPWL: 32600 µm

Clocking
  • Post-CTS Setup Inserts: 0
  • Cells resized by post-CTS repair: 0
  • Hold_buf cts: 0

Global route
  • First-pass GRT wire length: 61700 µm
  • Gr ovfl total: 0
  • Vias in the first global route: 9992
  • Largest net degree at the start of global routing: 65
  • Antenna violations before repair: 2
  • Total GRT Usage: 37.0%

Worst hold path
  • Hold WC Path Type: primary input to output pin
  • Hold wc startpoint: alu_in_2[2]
## through the flow
| stage | util, % | cells | setup slack, ns |
|---|---|---|---|
| final | 46.0 | 1637 | 10.27 |
| after global routing | 46.0 | 1635 | 9.94 |
| after CTS | 46.0 | 1635 | 10.38 |
| after detailed placement | 46.0 | 1635 | 10.41 |
| after global placement | 46.0 | 1635 | 10.52 |
| after floorplan | - | 1329 | 12.36 |
## per-layer routing
layer  vias to the layer above  track usage, %  part of all wire [%]
li1                       5028               -                     -
met1                      5149            53.8                    44
met2                       604            54.8                    43
met3                        54            8.94                    11
met4                         0            8.60                   2.5
met5                         -               0                     0
## final timing paths
| kind | slack (ns) | cells after the start | end |
|---|---|---|---|
| worst max-delay path | 10.27 | 14 | alu_bcond |
| worst min-delay path | 11.58 | 8 | alu_result[2] |
## power by group through the flow
stage	sequential [mW]	combinational, mW	clock, mW
after global routing	0	0.209	0
after CTS	0	0.189	0
## cell families (layout without fill, tap and decap cells)
| logic type | Yosys count | count (layout) | synth area share [%] |
|---|---|---|---|
| AND/OR/NAND/NOR | 438 | 438 | 22.7 |
| buffers and inverters | 201 | 227 | 9.22 |
| XOR/XNOR | 11 | 11 | 1.08 |
| adder cells (fa/ha/maj) | 110 | 110 | 15.6 |
| other | 0 | 2 | 0 |
| multiplexers | 122 | 122 | 17.1 |
| AND-OR/OR-AND | 447 | 447 | 34.3 |
## cell usage in the layout (no fill, tap or decap), types with 9 or more instances in the layout
cell type,Yosys,routed
o21ai_0,77,77
nor4_1,17,17
a211oi_1,13,13
o221ai_1,16,16
xnor2_1,9,9
mux2i_1,89,89
o21bai_1,17,17
buf_4,7,28
nor2_1,124,123
nand2b_1,11,11
a31oi_1,20,20
and2_1,10,10
mux2_2,9,9
nand3_1,22,22
o31ai_1,16,16
nor3_1,60,60
nor2b_1,13,13
clkdlybuf4s50_1,0,97
a21oi_1,113,113
inv_1,92,92
a21o_1,12,12
mux4_2,23,23
ha_1,108,108
o22ai_1,11,11
nand2_1,137,137
o211ai_1,17,17
a221oi_1,22,22
a221o_1,9,9
## synth_stat cells (20+ instances only)
master and number:
nor3_1 60, nand2_1 137, inv_1 92, mux4_2 23, o21ai_0 77, buf_2 23, nand3_1 22, clkbuf_1 63
mux2i_1 89, a21oi_1 113, nor2_1 124, ha_1 108, a31oi_1 20, a221oi_1 22
## worst max-delay path, stage by stage
cell and delay, ns:
clkdlybuf4s50_1 0.46, buf_4 0.41, clkinv_1 0.61, ha_1 0.65, nor2b_1 0.13, a2111oi_1 0.62
nor4_1 0.13, nor2_1 0.29, o21bai_1 0.18, a21o_1 0.31, a2111oi_1 0.54, a21oi_1 0.12
o2bb2ai_1 0.23, clkdlybuf4s50_1 0.51
## cell type report
| type | instances | area [µm²] |
|---|---|---|
| antenna | 2 | 5.00 |
| fill | 2296 | 11800 |
| inverter | 98 | 368 |
| multi-input combinational | 1128 | 8130 |
| tap | 280 | 350 |
| timing repair buffer | 129 | 1200 |
Power figures rest on the tool's default switching activity, not on a simulated workload.
